==> /design/flow/design.v <==
module control_led(
  input   pclk,
  input   button,
  output reg  [7:0] led
);
reg [31:0] press_count, release_count, press_catch, release_catch;
reg start_case; 
reg [1:0] click;
reg clk1, clk2, clk3, clk4, clk5, clk6, clk7, clk8, clk9,
    clk10, clk11, clk12, clk13, clk14, clk15, clk16, clk17, clk18, clk19,
    clk20, clk21, clk22, clk23, clk24, clk25;
always @(posedge pclk) clk1 <= ~clk1; 
always @(posedge clk1) clk2 <= ~clk2; 
always @(posedge clk2) clk3 <= ~clk3; 
always @(posedge clk3) clk4 <= ~clk4; 
always @(posedge clk4) clk5 <= ~clk5; 
always @(posedge clk5) clk6 <= ~clk6;  
always @(posedge clk6) clk7 <= ~clk7; 
always @(posedge clk7) clk8 <= ~clk8; 
always @(posedge clk8) clk9 <= ~clk9; 
always @(posedge clk9) clk10 <= ~clk10; 
always @(posedge clk10) clk11 <= ~clk11;
always @(posedge clk11) clk12 <= ~clk12;
always @(posedge clk12) clk13 <= ~clk13;
always @(posedge clk13) clk14 <= ~clk14;
always @(posedge clk14) clk15 <= ~clk15;
always @(posedge clk15) clk16 <= ~clk16;
always @(posedge clk16) clk17 <= ~clk17;
always @(posedge clk17) clk18 <= ~clk18;
always @(posedge clk18) clk19 <= ~clk19;
always @(posedge clk19) clk20 <= ~clk20;
always @(posedge clk20) clk21 <= ~clk21;
always @(posedge clk21) clk22 <= ~clk22;
always @(posedge clk22) clk23 <= ~clk23;
always @(posedge clk23) clk24 <= ~clk24;
always @(posedge clk24) clk25 <= ~clk25;
reg last_clk_in;
wire count_en;
always @(posedge pclk) begin  
  last_clk_in <= clk25;
end
assign count_en = ~last_clk_in & clk25;
always @(posedge pclk) begin  
  if (button == 1'b0) begin
    press_count <= press_count + 1'b1;
    release_count <= 32'h0000_0000;
  end else begin
    press_count <= 32'h0000_0000;
    release_count <= release_count + 1'b1;
  end
end
always @(posedge pclk) begin  
  if(button == 1'b0 && release_catch != 32'h0000_0000) begin
    if(release_catch < 32'd25000000) begin
      click <= click + 1'b1;
    end else begin
      click <= 2'b01;
    end
  end else begin
    click <= click;
  end
end
always @(posedge pclk) begin  
	if (button == 1'b1 && press_count != 32'h0000_0000) begin
		start_case <= 1'b1;
	end else if (click == 2'b01) begin
		if (press_catch >= 32'd100000000 && press_catch < 32'd250000000) begin
			if (start_case == 1'b1) begin
				start_case <= 1'b0;
			end else begin
				start_case <= start_case;
			end
		end else if (press_catch >= 32'd250000000) begin
			if (start_case == 1'b1) begin
				start_case <= 1'b0;
			end else begin
				start_case <= start_case;
			end
		end else begin
			start_case <= start_case;
		end
	end else if (click == 2'b10) begin
		if (start_case == 1'b1) begin
			start_case <= 1'b0;
		end else begin
			start_case <= start_case;
		end
	end else begin
		if (start_case == 1'b1) begin
			start_case <= 1'b0;
		end else begin
			start_case <= start_case;
		end
	end
end
always @(posedge pclk) begin  
  if (button == 1'b1 && press_count != 32'h0000_0000) begin
    press_catch <= press_count;
  end else begin
    press_catch <= press_catch;
  end
end
always @(posedge pclk) begin  
  if (button == 1'b0) begin
    release_catch <= release_count;
  end else begin
    release_catch <= release_catch;
  end
end
always @(posedge pclk) begin  
  if (click == 2'b01) begin
    if (press_catch < 32'd100000000) begin
      led <= 8'hff;
    end else if (press_catch >= 32'd100000000 && press_catch < 32'd250000000) begin
      if (start_case == 1'b1) begin
        led <= 8'h01;
      end else begin
        if (led == 8'h00) begin
          led <= 8'h01;
        end else begin
          if (count_en == 1'b1) begin
            led <= {led[6:0], 1'b0};
          end else begin
            led <= led;
          end
        end
      end
    end else if (press_catch >= 32'd250000000) begin
      if (start_case == 1'b1) begin
        led <= 8'h80;
      end else begin
        if (led == 8'h00) begin
          led <= 8'h80;
        end else begin
          if (count_en == 1'b1) begin
            led <= {1'b0, led[7:1]};
          end else begin
            led <= led;
          end
        end
      end
    end else begin
      led <= led;
    end
  end else if(click == 2'b10) begin
    if (start_case == 1'b1) begin
      led <= 8'h81;
    end else begin
      if (led == 8'h00) begin
        led <= 8'h81;
      end else begin
        if (count_en == 1'b1) begin
          led <= {1'b0, led[7:5], led[2:0], 1'b0};
        end else begin
          led <= led;
        end
      end
    end
  end else begin
    if (start_case == 1'b1) begin
      led <= 8'h18;
    end else begin
      if (led <= 8'h00) begin
        led <= 8'h18;
      end else begin
        if (count_en == 1'b1) begin
          led <= {led[6:4], 1'b0, 1'b0, led[3:1]};
        end else begin
          led <= led;
        end
      end
    end
  end
end
endmodule
==> /design/flow/run.sh <==
#!/bin/bash
# OpenROAD 26Q1-2900-gdf79404cd8, Yosys 0.63+post, stock flow scripts
make -C /OpenROAD-flow-scripts/flow DESIGN_CONFIG=/design/flow/config.mk WORK_HOME=/design/flow/orfs finish
==> /design/flow/config.mk <==
export PLATFORM = sky130hd
export DESIGN_NAME = control_led
export DESIGN_NICKNAME = control_led
export VERILOG_FILES = /design/flow/design.v
export SDC_FILE = /design/flow/constraint.sdc
export NUM_CORES = 4
export LEC_CHECK = 1
export CORE_UTILIZATION = 30
==> /design/flow/constraint.sdc <==
current_design control_led

set clk_period 3.9
set clk_io_pct 0.2

create_clock -name clk0 -period $clk_period [get_ports {pclk}]

set non_clock_inputs [all_inputs -no_clocks]
set_input_delay [expr $clk_period * $clk_io_pct] -clock clk0 $non_clock_inputs
set_output_delay [expr $clk_period * $clk_io_pct] -clock clk0 [all_outputs]
==> flow_summary.json <==
{
  "outcome": "finished clean",
  "netlist_instances": 544,
  "area_leaders": "sky130_fd_sc_hd__edfxtp_1 33%, sky130_fd_sc_hd__dfxtp_1 30%, sky130_fd_sc_hd__xor2_1 5.3%",
  "ctsHtreeMaxLevel": 4,
  "unclocked_pins": 24,
  "setup_violations": 0,
  "die_x_um": 144.9,
  "core-area_um2": 19720,
  "grt_start_max_net_pins": 64,
  "synth_top_cell_by_count": "sky130_fd_sc_hd__dfxtp_1",
  "peakVddDrop_v": 0.0001790,
  "detailedRoute.firstPassIterationCount": 4,
  "count_of_endpoints_without_a_timing_constraint": 25,
  "ys_dominant_reg_cell": "sky130_fd_sc_hd__dfxtp_1",
  "detail-route-antenna-nets": 0,
  "yosysCellCount": 544,
  "synth_area_um2": 6123,
  "setup_repair_after_global_routing_missed_its_margin": "no",
  "cellPowerDensity_nw_per_um2": 460.0,
  "hp-class": "reg -> reg",
  "num_rows": 51,
  "type_of_destination_of_the_critical_path": "register",
  "layout_cells_sized_above_1_pct": 7.478,
  "quantity_of_i_o_buffers_inserted_on_ports": 9,
  "grt_first_pass_wirelength_um": 17390,
  "detailed_placement_hpwl_um": 6627,
  "critPathSlowestCell": "sky130_fd_sc_hd__edfxtp_1",
  "drt-initial-drc-count": 230,
  "globalRouteTotalUtil_pct": 10.65,
  "startpoint_type": "register",
  "clkLatencyLatePin_ns": 0.40,
  "tritoncts": "yes",
  "worstMarginPinSlew_ns": 0.7940,
  "synth-warning-count": 1,
  "timing.slew.headroom_pct": 46.83,
  "number_of_warnings_the_tools_reported": 27,
  "tritoncts.num_buffers": 17,
  "synthTopCellsByCount": "91 x sky130_fd_sc_hd__dfxtp_1, 67 x sky130_fd_sc_hd__edfxtp_1, 66 x sky130_fd_sc_hd__nor2_1",
  "max_cap_violations": 0,
  "critical_path_required_ns": 3.93,
  "die_h_um": 144.9,
  "post-synth-top-area-cell": "sky130_fd_sc_hd__edfxtp_1",
  "ctsRootBufferMaster": "sky130_fd_sc_hd__clkbuf_16",
  "power_w": 0.003265,
  "cts.reportedPaths.clkPinSlew_ns": 0.06,
  "worst_hold_slack_ns": 0.3710,
  "synth_chip_area_um2": 6123,
  "final.setup.tns_ns": 0,
  "global_route.overflow_total": 0,
  "critPathKind": "reg -> reg",
  "worst-r2r-cell-count": 6,
  "critPathArrivalTime_ns": 2.30,
  "timing.final.hold_violations": 0,
  "antenna_cells_inserted": 0,
  "post_cts.repair.setup_buffers": 0,
  "critical_path.n_buffers_inverters": 0,
  "cell_depth_of_the_worst_setup_path": 6,
  "finClkSkew_ns": 0.006081,
  "async_reset_ff_share_pct": 0,
  "maxClockFrequency_ghz": 0.4406,
  "post-route-min-period_ns": 2.269,
  "critical-path-max-stage-delay_ns": 0.38,
  "flow.area_growth_from_synthesis_pct": 15.92,
  "synth_flop_count": 158,
  "seq_area_frac_synth_pct": 62.61,
  "leakage_nw": 2.423,
  "synth.lib_cells_used.distinct": 52,
  "count_of_flip_flops_with_a_built_in_enable_after_synthesis": 67,
  "min_path_cells": 1,
  "antenna_found_initial": 0,
  "worst-path-max-fanout": 9,
  "floorplan.die_area_um2": 20990,
  "final_wirelength_um": 9876,
  "floorplan.io_pins": 10,
  "post_cts_hold_buffer_count": 0,
  "initial_core_util_pct": 31.06,
  "routability_congestion": 0.8157,
  "dr_total_vias": 3844,
  "finalMaxSlewViolations": 0,
  "period_used_pct": 58.19,
  "buffer_depth_of_the_longest_clock_path": 2,
  "worstPathCellList": "nor4_1 -> o311ai_0 -> a31o_2 -> nand2_1 -> nand2_1 -> o211ai_1",
  "critical_path.most_common_cell": "sky130_fd_sc_hd__nand2_1",
  "cts_resized": 0,
  "avgViaCountPerCell": 4.576,
  "remaining_drc_errors": 0,
  "critPathTopFamily": "AND-OR/OR-AND gates",
  "yosys.area.top_type_share_pct": 32.86,
  "syn_area_per_cell_um2": 11.26,
  "first_global_vias": 3760,
  "routedWlPerCell_um": 11.76
}
-- routing by layer --
| metal | share of wire [%] | global-route usage, % |
|---|---|---|
| met5 | 0 | 0 |
| met4 | 1.4 | 1.884 |
| met3 | 4.9 | 3.082 |
| met2 | 43 | 15.79 |
| met1 | 51 | 16.23 |
-- cells in the final DEF, fill, tap and decap left out, types with 3 or more instances in the layout --
| master | instances |
|---|---|
| sky130_fd_sc_hd__xor2_1 | 37 |
| sky130_fd_sc_hd__o21ai_0 | 11 |
| sky130_fd_sc_hd__and2_1 | 4 |
| sky130_fd_sc_hd__or3_1 | 13 |
| sky130_fd_sc_hd__nor2_1 | 65 |
| sky130_fd_sc_hd__buf_4 | 3 |
| sky130_fd_sc_hd__nand3_1 | 22 |
| sky130_fd_sc_hd__clkdlybuf4s50_1 | 9 |
| sky130_fd_sc_hd__nand4_1 | 10 |
| sky130_fd_sc_hd__ha_1 | 5 |
| sky130_fd_sc_hd__clkbuf_16 | 17 |
| sky130_fd_sc_hd__clkinvlp_4 | 3 |
| sky130_fd_sc_hd__nand2_1 | 34 |
| sky130_fd_sc_hd__a21oi_1 | 23 |
| sky130_fd_sc_hd__xnor2_1 | 12 |
| sky130_fd_sc_hd__nor2b_1 | 4 |
| sky130_fd_sc_hd__and4_1 | 10 |
| sky130_fd_sc_hd__edfxtp_1 | 67 |
| sky130_fd_sc_hd__nor3_1 | 11 |
| sky130_fd_sc_hd__inv_1 | 36 |
| sky130_fd_sc_hd__nor4_1 | 15 |
| sky130_fd_sc_hd__dfxtp_1 | 91 |
| sky130_fd_sc_hd__o21a_1 | 4 |
| sky130_fd_sc_hd__o21ai_1 | 7 |
| sky130_fd_sc_hd__and3_1 | 9 |
| sky130_fd_sc_hd__mux2i_1 | 10 |
-- sequential cells by signal, summed over array words and instances (netlist names), 2 cells and up --
register / count
press_count: 32
release_catch: 32
release_count: 32
led: 8
click: 2
press_catch: 25
-- per-stage QoR --
step           std cells  util, %  area, um^2  setup WS, ns
2_1_floorplan        544        -        6123        0.4427
3_3_place_gp         808    33.04        6515         1.419
3_5_place_dp         808    33.04        6515         1.389
4_1_cts              840    36.00        7098         1.566
5_1_grt              840    36.00        7098         1.437
6_report             840    36.00        7098         1.631
-- worst paths after layout --
check	startpoint	to	slack, ns
max	press_catch[30]	led[7]	1.63
min	clk1	clk1	0.37
max reg2reg	press_catch[30]	led[7]	1.63
min reg2reg	clk1	clk1	0.37
-- cell families after synthesis --
group	after synthesis	synth area share, %
and+or+nand+nor	212	18.33
adders and majority gates	5	1.022
AOI/OAI and AO/OA	60	6.233
muxes	10	1.635
xor gates and xnor gates	49	7.009
DFF	158	62.61
buffers and inverters	50	3.167
-- final cells by class --
cell class	count	area, um^2
Clock buffer	20	456.7
Clock inverter	12	126.4
Fill cell	1820	12620
Inverter	37	138.9
Multi-Input combinational cell	336	2098
Sequential cell	158	3834
Tap cell	265	331.6
Timing Repair Buffer	12	112.6
-- power by group --
group	total [W]	internal (W)	leakage [nW]	switching [W]
registers	0.00158	0.00154	1.41	0.0000461
clock network	0.00154	0.000972	0.278	0.000566
logic	0.000144	0.0000724	0.733	0.0000713
Power is estimated from default activity; no workload was simulated.
